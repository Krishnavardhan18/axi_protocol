## ./design.v

```verilog
interface axi_signals_if #(
    parameter ADDR_WIDTH = 32, 
    parameter DATA_WIDTH = 32, 
    parameter STRB_WIDTH = DATA_WIDTH/8)
    (input pclk);
    logic [ADDR_WIDTH-1:0]  AWADDR;
    logic                   AWVALID;
    logic                   AWREADY;
    logic [DATA_WIDTH-1:0]  WDATA;
    logic [STRB_WIDTH-1:0]  WSTRB;
    logic                   WVALID;
    logic                   WREADY;
    logic [1:0]             BRESP;
    logic                   BVALID;
    logic                   BREADY;
    modport master (
        output AWADDR, AWVALID, WDATA, WSTRB, WVALID, BREADY,
        input AWREADY, WREADY, BVALID, BRESP
    );
    modport slave (
        input AWADDR, AWVALID, WDATA, WSTRB, WVALID, BREADY,
        output AWREADY, WREADY, BVALID, BRESP
    );
endinterface
`timescale 1ns/1ps
module wrSlave #(
    parameter ADDR_WIDTH = 32,
    parameter DATA_WIDTH = 32,
    parameter STRB_WIDTH = DATA_WIDTH/8
)(
    input logic clk, 
    input logic rst,
    input logic start,
    output logic done,
    input logic [ADDR_WIDTH-1:0] AWADDR,
    input logic AWVALID,
    output logic AWREADY,
    input logic [DATA_WIDTH-1:0] WDATA,
    input logic WVALID,
    output logic WREADY,
    output logic BVALID,
    output logic [1:0] BRESP,
    input logic BREADY
);
    typedef enum logic [2:0] {
        IDLE, WAIT_VALID, SEND_READY, ACCEPT_DATA, SEND_BRESP, DONE
    } state_t;
    state_t cur_state, nxt_state;
    assign done = (cur_state == DONE);
    always_ff @(posedge clk or negedge rst) begin
        if (!rst)
            cur_state <= IDLE;
        else
            cur_state <= nxt_state;
    end
    always_comb begin
        nxt_state = cur_state;
        case (cur_state)
            IDLE: begin
                if (start)
                    nxt_state = WAIT_VALID;
            end
            WAIT_VALID: begin
                if (AWVALID && WVALID)
                    nxt_state = SEND_READY;
            end
            SEND_READY: begin
                nxt_state = ACCEPT_DATA;
            end
            ACCEPT_DATA: begin
                nxt_state = SEND_BRESP;
            end
            SEND_BRESP: begin
                if (BREADY)
                    nxt_state = DONE;
            end
            DONE: begin
                nxt_state = IDLE;
            end
            default: nxt_state = IDLE;
        endcase
    end
    always_comb begin
        AWREADY = 0;
        WREADY = 0;
        BVALID = 0;
        BRESP  = 2'b00; 
        case (cur_state)
            SEND_READY: begin
                AWREADY = 1;
                WREADY  = 1;
            end
            SEND_BRESP: begin
                BVALID = 1;
                BRESP  = 2'b00;
            end
            default: ;
        endcase
    end
endmodule
```

## ./run.sh

```bash
#!/bin/bash
# OpenROAD 26Q1-2900-gdf79404cd8, Yosys 0.63+post, stock flow scripts
make -C /OpenROAD-flow-scripts/flow DESIGN_CONFIG=/design/flow/config.mk WORK_HOME=/design/flow/orfs finish
```

## ./config.mk

```make
export PLATFORM = sky130hd
export DESIGN_NAME = wrSlave
export DESIGN_NICKNAME = wrSlave
export VERILOG_FILES = /design/flow/design.v
export SDC_FILE = /design/flow/constraint.sdc
export NUM_CORES = 4
export LEC_CHECK = 1
export CORE_AREA = 10 10 70 70
export DIE_AREA = 0 0 80 80
```

## ./constraint.sdc

```tcl
current_design wrSlave

set clk_period 1.4
set clk_io_pct 0.2

create_clock -name clk0 -period $clk_period [get_ports {clk}]

set non_clock_inputs [all_inputs -no_clocks]
set_input_delay [expr $clk_period * $clk_io_pct] -clock clk0 $non_clock_inputs
set_output_delay [expr $clk_period * $clk_io_pct] -clock clk0 [all_outputs]
```

==> flow_metrics.py <==
# Auto-generated metrics
metrics = {
    "yosys": {
        "ys_async_sr_fraction": 1.00,
        "post_synth_mux_area_share": 0,
        "synth_cell_types": 10,
        "synth_top_cell_by_count": "sky130_fd_sc_hd__dfrtp_1",
        "synth.cells.most_frequent": "5 x sky130_fd_sc_hd__dfrtp_1, 3 x sky130_fd_sc_hd__buf_4, 2 x sky130_fd_sc_hd__a21o_1, 2 x sky130_fd_sc_hd__inv_1",
        "ys_ff": 6,
        "ys_sh_adder": 0,
        "ys.warnings.count": 1,
        "yosys_area_um2": 226,
        "syn_area_per_cell_um2": 12.6,
        "enable_flop_cells": 0,
        "synthDominantAreaCellType": "sky130_fd_sc_hd__dfrtp_1",
        "ys_sh_aoi": 0.105,
        "synth.area.top_cells": "sky130_fd_sc_hd__dfrtp_1 55%, sky130_fd_sc_hd__dfstp_2 12%, sky130_fd_sc_hd__buf_4 9.9%, sky130_fd_sc_hd__a21o_1 6.6%, sky130_fd_sc_hd__a22o_1 3.9%",
        "synth_xor_xnor_area_share": 0,
        "synth_cells": 18,
        "post_synthesis_cell_area_um2": 226,
        "synth-main-ff-cell": "sky130_fd_sc_hd__dfrtp_1",
        "ys_top_logic_family": "buffers and inverters",
        "yosysTopAreaCellShare": 0.552,
        "ys_cells": 18,
        "simple_gate_area_frac": 0.0773,
        "ys_seq_frac": 0.669,
    },
    "cells_and_area": {
        "layout.core_utilization": 0.116,
        "post-route-cell-area_um2": 397,
        "largest_register": "cur_state",
        "largest_register_ff_count": 6,
        "area_growth_pct": 75.1,
        "ff_latch_area_um2": 151,
        "share_of_post_route_cells_with_drive_strength_above_1": 0.226,
        "mi_logic_area_um2": 48.8,
        "filler_cell_count": 399,
        "top_regs": "cur_state x6",
    },
    "clocking": {
        "cts_buffers": 3,
        "clock_path_buffers": 2,
        "cts_tree": "yes",
        "clock_root_buffer": "sky130_fd_sc_hd__clkbuf_4",
        "clock_transition_at_the_registers_of_the_reported_paths_ns": 0.05,
        "cts_num_sinks": 6,
        "number_of_instances_resized_during_post_cts_repair": 0,
        "clk_latency_ns": 0.25,
        "cts_max_level": 1,
    },
    "power_and_ir_drop": {
        "p_comb_frac": 0.055,
        "p_per_area_nw_per_um2": 932,
        "power_switching_uw": 74.4,
        "clock_power_share": 0.474,
        "peakVddDrop_mv": 0.163,
        "pwr-share-seq": 0.471,
        "netSwitchingFraction": 0.201,
        "leakage_nw": 0.193,
        "cell_internal_pwr_uw": 295,
    },
    "floorplan": {
        "core_region_area_um2": 3420,
        "fp-row-count": 21,
        "design.portCount": 76,
        "initCoreUtil": 0.0663,
        "die_area_um2": 6400,
        "dieWidth_um": 80,
        "floorplan.die.height_um": 80,
    },
    "detailed_routing": {
        "drt-initial-drc-count": 2,
        "first_pass_iters": 2,
        "routed_len_inst_um": 7.82,
        "final_antenna_net_count": 0,
        "drcViolationCount": 0,
        "number_of_vias_in_the_routed_layout": 165,
        "avgViaCountPerCell": 2.14,
        "detail_route.antenna_diodes": 0,
        "drt-total-wl_um": 602,
    },
    "grt": {
        "grt_use_total": 0.0207,
        "initial_antenna_violation_count": 0,
        "global_route.overflow_total": 0,
        "grt_start_max_net_pins": 7,
        "wire_length_of_the_first_global_routing_pass_um": 952,
        "first_global_vias": 196,
    },
    "setup_path": {
        "timing.critical_path.depth": 1,
        "endpoint_kind": "output port",
        "cp_data_arrival_time_ns": 1.07,
        "timing.critical_path.max_delay_family": "buffers and inverters",
        "timing.critical_path.cells": "clkdlybuf4s50_1",
        "crit_slowest_cell": "sky130_fd_sc_hd__clkdlybuf4s50_1",
        "timing.critical_path.required_ns": 1.12,
        "critPathKind": "register to output port",
        "timing.critical_path.slowest_cell_delay_ns": 0.48,
        "path_max_fanout": 2,
        "r2r_cells": 2,
        "critPathBufInv": 1,
        "start_kind": "register",
    },
    "timing": {
        "clock-skew-final_ns": 0.0104,
        "finalClockPeriodUsage": 0.967,
        "total_negative_slack_ns": 0,
        "min_clock_period_post_route_ns": 1.35,
        "rsz_0062_raised_after_global_routing": "false",
        "timing.final.max_slew_violations": 0,
        "highest_clock_rate_mhz": 739,
        "final_critical_path_setup_slack_ns": 0.0460,
        "setup_viol": 0,
        "timing.final.hold_violations": 0,
    },
    "placement": {
        "placed_cell_area_um2": 355,
        "buffer_ports.inserted": 9,
        "gp_congestion": 0.738,
        "place_worst_setup_slack_ns": 0.256,
    },
    "flow_run": {
        "number_of_max_capacitance_violations_reported": 0,
        "tool_warnings": 89,
    },
    "worst_hold_path": {
        "worstHoldPathType": "primary input to asynchronous set/reset pin",
    },
    "status": {
        "status": "finished, final reports clean",
    },
}
==> metrics by stage <==
stage	hold WS [ns]	power, mW	std cells
floorplan	-0.0156	0.182	19
global route	0.262	0.393	77
detailed placement	0.397	0.197	71
global placement	0.386	0.196	71
CTS	0.253	0.379	75
finish	0.255	0.370	77
==> logic make-up after synthesis <==
logic type / after synthesis
compound gates: 3
flops: 6
other cells: 1
buf+inv: 5
simple gates: 3
==> routing by layer <==
| layer | global-route usage | up-vias | share of wire |
|---|---|---|---|
| li1 | - | 77 | - |
| met1 | 0.0202 | 75 | 0.39 |
| met2 | 0.0209 | 13 | 0.28 |
| met3 | 0.0341 | 0 | 0.32 |
| met4 | 0.00528 | 0 | 0 |
| met5 | 0 | - | 0 |
==> path summary, 6_finish.rpt <==
| path | startpoint | end | slack (ns) |
|---|---|---|---|
| setup reg to reg | cur_state[1] | cur_state[1] | 0.64 |
| min in group clk0 | cur_state[2] | cur_state[5] | 0.39 |
| max in group asynchronous | rst | cur_state[0] | 0.87 |
| setup / recovery | cur_state[4] | done | 0.05 |
| hold reg to reg | cur_state[2] | cur_state[5] | 0.39 |
| hold / removal | rst | cur_state[5] | 0.25 |
==> cell type report <==
class,instances,area share
flip-flops and latches,6,0.382
repair buffers,11,0.265
well taps,46,0.145
multi-input cells,8,0.123
clock buffers,4,0.0662
inverters,2,0.0189
==> power by group through the flow <==
stage     clock network (mW)  registers [mW]  logic [mW]
6_report               0.175           0.174      0.0203
5_1_grt                0.196           0.174      0.0227
4_1_cts                0.185           0.174      0.0208
==> timing repair <==
item / CTS / global route
endpoints found under the setup margin: 0 / 2
endpoints found under the hold margin: 0 / 0
buffers inserted: 0 / 2
hold buffers: 0 / 0
==> cells in the final DEF, fill, tap and decap left out, drive strengths merged <==
| cell | n |
|---|---|
| a22o | 1 |
| a21o | 2 |
| clkbuf | 4 |
| and2 | 1 |
| dfstp | 1 |
| clkdlybuf4s50 | 9 |
| conb | 2 |
| and3 | 1 |
| inv | 2 |
| buf | 2 |
| nand2 | 1 |
| dfrtp | 5 |
Power figures rest on the tool's default switching activity, not on a simulated workload.
