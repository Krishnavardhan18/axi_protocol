**flow/design.v**
```verilog
interface axi_signals_if #(
    parameter ADDR_WIDTH = 32, 
    parameter DATA_WIDTH = 32, 
    parameter STRB_WIDTH = DATA_WIDTH/8)
    (input pclk);
    logic [ADDR_WIDTH-1:0]  AWADDR;
    logic                   AWVALID;
    logic                   AWREADY;
    logic [DATA_WIDTH-1:0]  WDATA;
    logic [STRB_WIDTH-1:0]  WSTRB;
    logic                   WVALID;
    logic                   WREADY;
    logic [1:0]             BRESP;
    logic                   BVALID;
    logic                   BREADY;
    modport master (
        output AWADDR, AWVALID, WDATA, WSTRB, WVALID, BREADY,
        input AWREADY, WREADY, BVALID, BRESP
    );
    modport slave (
        input AWADDR, AWVALID, WDATA, WSTRB, WVALID, BREADY,
        output AWREADY, WREADY, BVALID, BRESP
    );
endinterface
`timescale 1ns/1ps
module master_fsm #(
    parameter ADDR_WIDTH = 32, 
    parameter DATA_WIDTH = 32, 
    parameter STRB_WIDTH = DATA_WIDTH/8)(
    input  logic clk,
    input  logic rst,
    input  logic start,
    output logic done,
    output logic [ADDR_WIDTH-1:0]   ARADDR,
    output logic                    ARVALID,
    output logic [DATA_WIDTH-1:0]   READ_DATA,
    output logic                    RREADY,
    input  logic                    ARREADY,
    input  logic [DATA_WIDTH-1:0]   RDATA,
    input  logic [1:0]              RRESP,
    input  logic                    RVALID              
);
    typedef enum logic [1:0] {
        IDLE, SEND_AR, WAIT_RDATA, DONE
    } state_t;
    state_t cur_state, nxt_state;
    assign done = (cur_state == DONE);
    always_ff @(posedge clk) begin
        if(!rst) begin
            cur_state <= IDLE;
        end
        else begin
            cur_state <= nxt_state;
        end
    end
    always_comb begin
        nxt_state = cur_state;
        case (cur_state)
            IDLE : begin
                if(start) nxt_state = SEND_AR;
            end
            SEND_AR : begin
                if(ARREADY) nxt_state = WAIT_RDATA;
            end
            WAIT_RDATA : begin
                if(RVALID) nxt_state = DONE;
            end
            DONE : begin
                if(!start) nxt_state = IDLE;
            end
        endcase
    end
    always_ff @( posedge clk or negedge rst ) begin 
        if(!rst) begin
            ARADDR  <= 0;
            ARVALID <= 0;
            READ_DATA   <= 0;
            RREADY  <= 0;    
        end
        else begin
            ARVALID <= 0;
            RREADY  <= 0;
            case (cur_state)
                SEND_AR: begin
                    ARADDR  <= 32'h0000_0000;
                    ARVALID <= 1;
                end
                WAIT_RDATA: begin
                    if(RVALID)begin
                        RREADY  <= 1;
                        if(RRESP==2'b00) begin
                            READ_DATA   <= RDATA;
                        end
                    end
                end
                default: ;
            endcase
        end
    end
endmodule
```
**flow/run.sh**
```bash
#!/bin/bash
# OpenROAD 26Q1-2900-gdf79404cd8, Yosys 0.63+post, stock flow scripts
make -C /OpenROAD-flow-scripts/flow DESIGN_CONFIG=/design/flow/config.mk WORK_HOME=/design/flow/orfs finish
```
**flow/config.mk**
```make
export PLATFORM = sky130hd
export DESIGN_NAME = master_fsm
export DESIGN_NICKNAME = master_fsm
export VERILOG_FILES = /design/flow/design.v
export SDC_FILE = /design/flow/constraint.sdc
export NUM_CORES = 4
export LEC_CHECK = 1
export CORE_UTILIZATION = 30
```
**flow/constraint.sdc**
```tcl
current_design master_fsm

set clk_period 6.3
set clk_io_pct 0.2

create_clock -name clk0 -period $clk_period [get_ports {clk}]

set non_clock_inputs [all_inputs -no_clocks]
set_input_delay [expr $clk_period * $clk_io_pct] -clock clk0 $non_clock_inputs
set_output_delay [expr $clk_period * $clk_io_pct] -clock clk0 [all_outputs]
```
==> results.toml <==
# flow metrics
[critical_path]
path_max_fanout = 32
worstPathBufferInverterCount = 2
cp-start-kind = "input port"
worst-r2r-cell-count = 3
crit_slowest_cell = "clkdlybuf4s50_1"
r2r-end = "READ_DATA[12]"
critPathCaptureType = "register"
required_ps = 6460
r2r_slack_ps = 4720
crit_path_max_incr_delay_ps = 500
path_delay_family = "buffers and inverters"
crit_path_cell_trace = "clkdlybuf4s50_1, and4bb_2, buf_4, mux2_2"
critPathKind = "input port to register"
r2r-start = "cur_state[1]"
cp.arrival_ps = 2870

[synthesis]
ys_sh_xor = 0
synth_flop_count = 38
postSynthSeqShare = 0.518
synth_area_um2 = 1800
yosys-stat-cells = 119
top_area_frac = 0.474
postSynthCellCount = 119
aoi_share = 0.0153
yosys_warnings = 1
top_area_cell = "dfrtp_1"
ys_area_um2 = 1800
mux_area_frac = 0.263
ys_sh_adder = 0
synth_cell_types = 17
synth_area_per_cell_um2 = 15.1
synth.logic.top_family = "multiplexers"
topCellsByArea = "dfrtp_1, mux2_4, buf_4"
ys_sh_simple = 0.0272

[sta]
hold_ws_ps = 371
clock_skew_ps = 3.57
maxSlewViolCount = 0
fin_crit_ps = 2710
max_slew_margin = 0.624
tightest_slew_ps = 564
rsz0062_at_grt = "false"
timing.fmax_ghz = 0.369
setup_tns_ps = 0
finalHoldViolations = 0
setup_viol = 0
post-route-period-util = 0.430

[place]
dpl.hpwl_um = 1990
io_buffers = 73
routabilityCongestion = 0.657

[floorplanning]
io_pins = 106
die_area_um2 = 6300
die_height_um = 79.4
dieWidth_um = 79.4
initCoreUtil = 0.318
core_um2 = 5640
floorplan.rows = 27

[layout]
fillers = 519
synthToLayoutAreaGrowth_pct = 40.5
final_util = 0.447
final_cell_mix = "clkdlybuf4s50_1, dfrtp_1, conb_1, mux2_4, clkbuf_8"
drive_gt1_frac = 0.218
layout_top_cell = "clkdlybuf4s50_1"

[min_path]
hold-path-cell-count = 0
hp-class = "register to register"
holdPathEnd = "ARVALID"
holdCritStartpoint = "cur_state[2]"

[power_and_ir_drop]
p_sw_mw = 0.113
clkPwrFrac = 0.278
p_comb_frac = 0.222
swShare = 0.193
leakage_nw = 1.15
p_int_mw = 0.475
vdd_ir_drop_max_mv = 0.0982
powerDensity_nw_per_um2 = 233
pwr-share-seq = 0.500

[route]
wl_per_cell_um = 10.8
viasPerCell = 3.77
drc_errors = 0
wl_um = 2890
n_antenna_cell = 0
ant_nets = 0
via_count = 1015
drt-pass1-iter-count = 2
drt_iter0_drc = 15

[clocking]
cts_setup_buffers = 0
worstSkewPairLatency_ps = 280
cts-root-buf = "clkbuf_8"
clock_sinks = 38
cts_made_buffers = 5
cts_tree = "done"
cts-hold-fix-buffers = 0
clkTransAtPathRegs_ps = 60
cts_resized = 0
clockBufferDepth = 2
htreeDepth = 2

[global_route]
grt_pass1_wl_um = 4600
grt_pass1_vias = 961
grt-ovfl-total = 0
track_usage = 0.0963
grt_max_degree = 39
antenna_found_initial = 0

[flow_run]
max_cap_viol_count = 0
warning_count = 25

[status]
status = "completed"
metrics by stage:
step | power (mW) | cell area [um2] | worst slack [ps] | std cells
global route | 0.628 | 2520 | 3530 | 269
floorplan | 0.348 | 1910 | 4090 | 150
global placement | 0.431 | 2430 | 3310 | 261
CTS | 0.604 | 2520 | 3590 | 269
detailed placement | 0.430 | 2430 | 3290 | 261
finish | 0.588 | 2520 | 3590 | 269
routing by layer:
layer / vias up / routed length [um] / GRT usage
met3: 4 / 321 / 0.0327
met5: - / 0 / 0
li1: 486 / - / -
met1: 464 / 1350 / 0.154
met4: 0 / 20 / 0.0164
met2: 61 / 1200 / 0.130
kinds of logic after synthesis:
family	Yosys count
buf+inv	36
simple gates	8
flops	38
mux	32
other cells	1
compound gates	4
worst max-delay path by stage:
stage	startpoint	endpoint	slack, ps	depth (start not counted)
after CTS	RVALID	READ_DATA[12]	3590	4
after global routing	RVALID	READ_DATA[12]	3530	4
final	RVALID	READ_DATA[12]	3590	4
worst reg2reg max path: cells and delay by family (launching register included):
family	cells	cell delay, ps
AND/OR/NAND/NOR	1	230
multiplexers	1	410
buffers and inverters	1	480
flip-flops	1	360
final cells by class:
cell class | instances | area [um2] | share of cell area
clock inverter | 1 | 5.00 | 0.00198
timing repair buffer | 75 | 741 | 0.294
sequential | 38 | 931 | 0.369
clock buffer | 7 | 86.3 | 0.0342
multi-input combinational | 76 | 669 | 0.265
tap | 72 | 90.1 | 0.0357
Yosys cell counts (all sizes together):
cell type  number
a21boi          2
o21ai           1
and2            1
a22oi           1
buf            36
and4bb          1
nor2            1
nor2b           1
dfrtp          34
conb            1
dfxtp           4
mux2           32
nand2b          2
nand2           2
state kept, by name, indices dropped and copies added (netlist names):
| register | count |
|---|---|
| ARVALID | 1 |
| READ_DATA | 32 |
| RREADY | 1 |
| cur_state | 4 |
power groups by stage:
stage	clock network, mW	logic [mW]	registers (mW)
6_report	0.164	0.130	0.294
5_1_grt	0.187	0.143	0.298
4_1_cts	0.176	0.133	0.294
No activity file was given, so power comes from the tool's default toggle rates.
