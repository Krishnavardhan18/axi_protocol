==> /design/flow/design.v <==
interface axi_signals_if #(
    parameter ADDR_WIDTH = 32, 
    parameter DATA_WIDTH = 32, 
    parameter STRB_WIDTH = DATA_WIDTH/8)
    (input pclk);
    logic [ADDR_WIDTH-1:0]  AWADDR;
    logic                   AWVALID;
    logic                   AWREADY;
    logic [DATA_WIDTH-1:0]  WDATA;
    logic [STRB_WIDTH-1:0]  WSTRB;
    logic                   WVALID;
    logic                   WREADY;
    logic [1:0]             BRESP;
    logic                   BVALID;
    logic                   BREADY;
    modport master (
        output AWADDR, AWVALID, WDATA, WSTRB, WVALID, BREADY,
        input AWREADY, WREADY, BVALID, BRESP
    );
    modport slave (
        input AWADDR, AWVALID, WDATA, WSTRB, WVALID, BREADY,
        output AWREADY, WREADY, BVALID, BRESP
    );
endinterface
`timescale 1ns/1ps
module dummy_slave #(
    parameter ADDR_WIDTH = 32, 
    parameter DATA_WIDTH = 32)(
    input  logic clk,
    input  logic rst,
    input  logic start,
    output logic done,
    input  logic [ADDR_WIDTH-1:0] ARADDR,
    input  logic                  ARVALID,
    input  logic                  RREADY,
    output logic                  ARREADY,
    output logic                  RVALID,
    output logic [DATA_WIDTH-1:0] RDATA,
    output logic [1:0]            RRESP
);
    typedef enum logic [2:0]{
        IDLE, SEND_RR, SEND_RDATA, DONE
    } state_t;
    state_t cur_state, nxt_state;
    assign done = (cur_state == DONE);
    always_ff @(posedge clk) begin
        if(!rst) begin
            cur_state <= IDLE;
        end
        else begin
            cur_state <= nxt_state;
        end
    end
    always_comb begin
        nxt_state = cur_state;
        case (cur_state)
            IDLE : begin
                if(ARVALID) nxt_state = SEND_RR;
            end
            SEND_RR : begin
                if(ARVALID  && ARREADY) nxt_state = SEND_RDATA;
            end
            SEND_RDATA : begin
                nxt_state = DONE;
            end
            DONE    : begin
                if(RREADY && RVALID) nxt_state = IDLE;
            end
            default: ;
        endcase
    end
    always_ff @(posedge clk or negedge rst) begin
        if(!rst) begin
            ARREADY  <= 0;
            RVALID   <= 0;
            RRESP    <= 0; 
            RDATA    <= 0;   
        end
        else begin
            ARREADY <= 0;
            RVALID  <= 0;
            RRESP   <= 2'b00;
            case (cur_state)
                SEND_RR: begin
                    ARREADY <= 1;
                end
                SEND_RDATA: begin
                    RVALID  <= 1;
                    RDATA   <= 32'h1000_0000;
                    RRESP   <= 2'b00;
                end
            endcase
        end
    end
endmodule
==> /design/flow/run.sh <==
#!/bin/bash
# OpenROAD 26Q1-2900-gdf79404cd8, Yosys 0.63+post, stock flow scripts
make -C /OpenROAD-flow-scripts/flow DESIGN_CONFIG=/design/flow/config.mk WORK_HOME=/design/flow/orfs finish
==> /design/flow/config.mk <==
export PLATFORM = sky130hd
export DESIGN_NAME = dummy_slave
export DESIGN_NICKNAME = dummy_slave
export VERILOG_FILES = /design/flow/design.v
export SDC_FILE = /design/flow/constraint.sdc
export NUM_CORES = 4
export LEC_CHECK = 1
export CORE_AREA = 10 10 70 70
export DIE_AREA = 0 0 80 80
==> /design/flow/constraint.sdc <==
current_design dummy_slave

set clk_period 1.5
set clk_io_pct 0.2

create_clock -name clk0 -period $clk_period [get_ports {clk}]

set non_clock_inputs [all_inputs -no_clocks]
set_input_delay [expr $clk_period * $clk_io_pct] -clock clk0 $non_clock_inputs
set_output_delay [expr $clk_period * $clk_io_pct] -clock clk0 [all_outputs]
==> results.cfg <==
; synthesis and place-and-route metrics
[global_routing]
grt_first_pass_wirelength_mm = 1.31
grt_usage_pct = 2.39
grt_pass1_vias = 309
antenna_found_initial = 0
grt_max_degree = 6
grt_remaining_overflow = 0

[synth]
yosysCellCount = 52
syn-cell-area_sq_um = 470
netlist_instances = 52
synth.top_cells.by_area = buf_4 (53%), dfxtp_1 (17%), dfrtp_1 (16%)
post_synth_num_cell_types = 13
synth-edff-count = 0
chip_area_in_the_yosys_report_sq_um = 470
synth_area_per_cell_sq_um = 9.05
synth_largest_type_area_fraction_pct = 52.7
yosys.cell_count.top_type = buf_4
sequential_fraction_of_the_synthesis_area_pct = 33.0
synth.cells.most_frequent = buf_4 (33), dfxtp_1 (4), dfrtp_1 (3), nand2_1 (2), nand3_1 (2)
ys_seq_elements = 7
synth_top_cell_by_area = buf_4
asyncSetResetFlopFracSynth_pct = 42.9
yosys_warnings = 1
synth_top_flop_cell = dfxtp_1

[critical_path]
worst-setup-path-type = flip-flop to output port
cp_num_cells = 1
timing.rr.end = cur_state[2]$_DFF_P_
critPathSlowestCell = clkdlybuf4s50_1
path_cells = clkdlybuf4s50_1
timing.critical_path.fanout_max = 3
worst_setup_ep_type = output port
slowest_delay_ns = 0.47
worst-endpoint-required_ns = 1.20
reg2reg_depth = 2
critPathArrivalTime_ns = 1.07
critical_path.startpoint_type = flip-flop
worst-r2r-setup-slack_ns = 0.74
worst_path_dominant_cell_family = buffers and inverters
critical_path.n_buffers_inverters = 1
rr_startpoint = cur_state[0]$_DFF_P_

[final_timing]
finalHoldViolations = 0
rsz_0062_raised_after_global_routing = no
totalNegativeSetupSlack_ns = 0
final.setup.worst_slack_ns = 0.130
finalHoldWorstSlack_ns = 0.238
final_worst_path_period_share_pct = 91.3
fmaxAchievable_mhz = 730
period_needed_ns = 1.37
finClkSkew_ns = 0.00407
slew_viol_final = 0
finalSetupViolations = 0

[clocking]
cts_hold_repair.buffers = 0
clock_latency_reported_for_the_late_side_of_the_worst_skew_pair_ns = 0.25
ctsLongestPathBuffers = 2
cts_tree = built
cts_repair_resize_count = 0
cts.reportedPaths.clkPinSlew_ns = 0.06
cts_max_level = 1
cts.sink_count = 7
clockRootBuffer = clkbuf_4
cts_setup_buffers = 0
tritoncts.num_buffers = 3

[floorplanning]
fp.dieW_um = 80
floorplan.rows = 21
coreArea_sq_um = 3420
num_io_pins = 74
fp.dieArea_sq_um = 6400
core_util_floorplan_pct = 13.8
die_height_um = 80

[route]
detail_route.wl_per_cell_um = 7.93
drc = 0
routed_via_density = 2.22
dr.first_iter.drc_count = 13
postRouteAntennaNets = 0
num_vias = 242
drtPass1Iterations = 3
detail_route.antenna_diodes = 0
route.final.wire_length_um = 864

[placed_design]
placement.io_buffers = 7
dp_hpwl_um = 753
detailedPlace.worstSlack_ns = 0.245
gp_routability_congestion = 0.710
numPlacedInstances = 105

[hold_path]
worst_hold_path_type = input port to asynchronous set/reset pin

[pwr]
p_total_mw = 0.441
ir_drop_v = 0.000117
power.density_cell_area_nw_per_um2 = 872
leakagePower_nw = 0.252

[run_status]
status = finished clean

[layout]
layout-area-overhead-vs-synth_pct = 7.45
drive_above_1_share_pct = 9.52
cell_count_final_fillers_out = 109

[run]
number_of_maximum_capacitance_violations = 0
warning_count = 58
-- layer usage --
layer	vias up	share of wire, %	track usage [%]	wire length [um]
met3	0	13	1.14	110
met5	-	0	0	0
li1	119	-	-	-
met2	24	44	3.61	378
met1	99	43	2.88	375
met4	0	0	0.880	0
-- cell usage in the layout, fill, tap and decap left out --
cell type	netlist	routed
clkinv_2	0	1
or2_2	1	1
conb_1	1	33
clkbuf_4	0	3
clkdlybuf4s50_1	0	7
nand2b_1	1	1
a31o_1	1	1
nand2_1	2	2
nor2_1	1	1
buf_4	33	1
and3_1	1	1
dfrtp_1	3	3
a21boi_0	1	1
dfxtp_1	4	4
o21a_1	1	1
nand3_1	2	2
-- registers in the layout, summed over array words and instances, names as in the netlist --
name       count
ARREADY        1
RDATA          1
RVALID         1
cur_state      4
-- through the flow --
step	util (%)	area [sq um]
floorplan	-	591
global placement	14.0	478
detailed placement	14.0	478
CTS	14.8	505
global route	14.8	505
finish	14.8	505
-- kinds of logic after synthesis --
family	synth area share, %
compound gates	5.05
other cells	0.797
flops	33.0
simple gates	8.51
buf+inv	52.7
-- area by class of cell --
| class | count | area, sq um |
|---|---|---|
| tap | 46 | 57.6 |
| sequential | 7 | 155 |
| timing repair buffer | 8 | 77.6 |
| multi-input combinational | 44 | 188 |
| clock inverter | 1 | 5.00 |
| fill | 400 | 2910 |
| clock buffer | 3 | 22.5 |
-- worst reg2reg max path, cell delays in order, from the launching register on --
cell and delay (ns):
dfxtp_1 0.31, and3_1 0.17, a31o_1 0.18
-- worst max-delay path by stage --
stage / start / end / slack [ns]
after CTS: RDATA[28]$_DFFE_PN0P_ / RDATA[28] / 0.10
after global routing: RDATA[28]$_DFFE_PN0P_ / RDATA[28] / 0.06
final: RVALID$_DFF_PN0_ / RVALID / 0.13
-- power breakdown --
group	leakage [nW]	internal (mW)	switching (mW)	total (mW)
clock network	0.0177	0.0975	0.0734	0.171
registers	0.0711	0.205	0.00917	0.214
logic	0.163	0.0386	0.0174	0.0560
total	0.252	0.341	0.100	0.441
Power figures rest on the tool's default switching activity, not on a simulated workload.
